File: design/flow/run.sh
#!/bin/bash
# OpenROAD 26Q1-2900-gdf79404cd8, Yosys 0.63+post, stock flow scripts
make -C /OpenROAD-flow-scripts/flow DESIGN_CONFIG=/design/flow/config.mk WORK_HOME=/design/flow/orfs finish
File: design/flow/config.mk
export PLATFORM = sky130hd
export DESIGN_NAME = whole_system
export DESIGN_NICKNAME = whole_system
export VERILOG_FILES = /design/flow/design.v
export SDC_FILE = /design/flow/constraint.sdc
export NUM_CORES = 4
export LEC_CHECK = 1
export CORE_UTILIZATION = 40
File: design/flow/design.v
`timescale 1ns / 1ps
module whole_system(input clk, rst, start, input [2:0] rom_addr1, rom_addr2, 
                    ram_addr, output done, output reg [7:0]data);
wire [2:0] rom_addr; 
wire reg_w_en, ram_w_en, reg_w_addr;     
wire reg_r_addr1, reg_r_addr2;
wire [3:0] rom_data, multiplicand, operand;  
wire [7:0] product;
wire [7:0] current_val;    
register_file file(.clk(clk), .rst(rst), .w_en(reg_w_en), .w_addr(reg_w_addr), 
                   .r_addr1(reg_r_addr1), .r_addr2(reg_r_addr2), .w_data(rom_data), 
                   .r_data1(multiplicand), .r_data2(operand));
RAM8bit ram(.clk(clk), .rst(rst), .write_en(ram_w_en), .address(ram_addr), 
            .w_data(product), .r_data(current_val));     
ROM4bit rom(.address(rom_addr), .data(rom_data));
multiplier_comb multi(.a(multiplicand), .b(operand), .p(product));
controller fsm(
    .clk(clk),
    .rst(rst),
    .start(start),
    .rom_addr1(rom_addr1),
    .rom_addr2(rom_addr2),
    .rom_addr(rom_addr),
    .ram_addr(ram_addr),
    .reg_w_en(reg_w_en),
    .ram_w_en(ram_w_en),
    .reg_w_addr(reg_w_addr),
    .reg_r_addr1(reg_r_addr1),
    .reg_r_addr2(reg_r_addr2),
    .done(done));
always @(posedge clk) begin
    if(rst)
        data <= 0;
    else if(done)
        data <= current_val;     
end
endmodule
module controller(
    input clk, rst, start,
    input [2:0] rom_addr1, rom_addr2, ram_addr,
    output reg reg_w_en, reg_w_addr, ram_w_en,
    output reg reg_r_addr1, reg_r_addr2,
    output reg [2:0] rom_addr,
    output reg done
);
reg [3:0]PS,NS;
parameter IDLE = 3'b000;
parameter GET_A = 3'b001;
parameter GET_B = 3'b010;
parameter MULTIPLY = 3'b011;
parameter WRITE = 3'b100;
parameter READ = 3'b101;
parameter DONE = 3'b110;
always @(posedge clk) begin
    if(rst) 
        PS <= IDLE;
    else
        PS <= NS;
end
always @(*) begin
    case(PS)
        IDLE: NS = start ? GET_A : IDLE;     
        GET_A: NS = GET_B;
        GET_B: NS = MULTIPLY;
        MULTIPLY: NS = WRITE;
        WRITE: NS = READ;
        READ: NS = DONE;
        DONE: NS = IDLE;  
        default: NS = IDLE;
    endcase
end
always @(*) begin
    case(PS)
        IDLE: begin
            reg_w_en = 0;
            reg_w_addr = 0; 
            ram_w_en = 0;
            reg_r_addr1 = 0;
            reg_r_addr2 = 1;
            rom_addr = 0;
            done = 0;
        end
        GET_A: begin
            reg_w_en = 1;
            reg_w_addr = 0; 
            rom_addr = rom_addr1;
        end
        GET_B: begin
            reg_w_en = 1;
            reg_w_addr = 1; 
            rom_addr = rom_addr2;
        end
        MULTIPLY: begin
            reg_w_en = 0;
            ram_w_en = 0;       
        end
        WRITE: begin
            ram_w_en = 1;
        end
        READ: begin
            ram_w_en = 0;
        end
        DONE: begin
            done = 1;
        end
    endcase
end
endmodule
module register_file(input clk, rst, w_en, w_addr, r_addr1, 
                     r_addr2, input [3:0]w_data, output reg [3:0]r_data1, 
                     r_data2);
reg[3:0] mem[0:1];   
always @(posedge clk) begin
    if(rst) begin
        mem[0] <= 0;
        mem[1] <= 0;
    end else begin
        if(w_en)
            mem[w_addr] <= w_data;
    end
end
always @(*) begin
    r_data1 = mem[r_addr1];
    r_data2 = mem[r_addr2];
end
endmodule
module RAM8bit(clk, rst, write_en, address, w_data, r_data);
parameter DATA_W = 8;
parameter ADDR_W = 3;
parameter SIZE = 8;    
input clk,rst,write_en;
input [ADDR_W-1:0]address;
input [DATA_W-1:0]w_data;
output reg [DATA_W-1:0]r_data;
reg[DATA_W-1:0] mem[0:SIZE-1];   
integer i;
always @(posedge clk) begin     
    if(rst) begin
        for(i=0; i<SIZE; i=i+1) 
            mem[i] <= 0;
    end else begin
        if(write_en)
            mem[address] <= w_data;
        else
            r_data <= mem[address];   
    end
end
endmodule
module ROM4bit(input [2:0]address, output reg [3:0]data);
always @(*) begin
    case(address)
        3'd0: data = 4'b1101;
        3'd1: data = 4'b0010;
        3'd2: data = 4'b1001;
        3'd3: data = 4'b1010;
        3'd4: data = 4'b1111;
        3'd5: data = 4'b1000;
        3'd6: data = 4'b0111;
        3'd7: data = 4'b1011;
    endcase
end
endmodule
module multiplier_comb(input [3:0]a, b, output [7:0]p);
    wire [3:0]pp0;
    wire [4:0]pp1;
    wire [5:0]pp2;
    wire [6:0]pp3;
    assign pp0 = b[0] ? a : 0;   
    assign pp1 = b[1] ? (a << 1) : 0;  
    assign pp2 = b[2] ? (a << 2) : 0;  
    assign pp3 = b[3] ? (a << 3) : 0;  
    assign p = pp0 + pp1 + pp2 + pp3;  
endmodule
File: design/flow/constraint.sdc
current_design whole_system

set clk_period 5.5
set clk_io_pct 0.2

create_clock -name clk0 -period $clk_period [get_ports {clk}]

set non_clock_inputs [all_inputs -no_clocks]
set_input_delay [expr $clk_period * $clk_io_pct] -clock clk0 $non_clock_inputs
set_output_delay [expr $clk_period * $clk_io_pct] -clock clk0 [all_outputs]
==> metrics.yaml <==
outcome:
  outcome: "complete, no violations"
critical_path:
  crit_buf_inv: 1
  path_class: "flop to flop"
  r2r_slack_ps: 1880
  crit_cells: 12
  worstReg2RegEnd: "ram.mem[1][6]"
  max_stage_delay_ps: 600
  cp-start-kind: "flop"
  cp-end-kind: "flop"
  path_cells: "and2_1 -> ha_1 -> a21o_1 -> a21oi_1 -> xnor2_1 -> fa_1 -> inv_1 -> ha_1 -> a21o_1 -> a21oi_1 -> xor2_1 -> nor2_1"
  path_max_fanout: 8
  reg2reg_from: "file.mem[0][2]"
  cp_slowest_cell: "fa_1"
  crit_family: "adder cells"
  r2r_cells: 12
  worstPathRequired_ps: 5590
  cp_data_arrival_time_ps: 3720
place:
  dp_hpwl_um: 5990
  dp_cells: 509
  gp_congestion: 0.8083
  io_buffers: 20
yosys:
  top_area_cell: "edfxtp_1"
  ys_cells: 359
  ys_warn_count: 5
  top_area_frac: 0.5333
  synth_cell_types: 39
  syn_area_per_cell_um2: 12.55
  area_leaders: "edfxtp_1, nor2_1, dfxtp_1, mux4_1, mux2i_1"
  netlist_area_um2: 4504
  ys_area_um2: 4504
  synth_flops: 102
  synth_cells: 359
detailed_routing:
  wl_um: 8737
  vias_per_cell: 5.103
  vias: 2679
  route.detailed.drc: 0
  ant_nets: 0
  diodes: 0
  wl_per_cell_um: 16.64
  drtIter0Drc: 171
  drt_pass1_iterations: 4
floorplanning:
  die_w_um: 108.1
  core.rowCount: 38
  chip_area_um2: 11690
  die_h_um: 108.1
  pin_count: 21
  core_um2: 10890
  core_util_floorplan: 0.4137
clock_tree:
  ctsLongestPathBuffers: 2
  post_cts_buffers: 0
  cts_buffers: 9
  clkLatencyLatePin_ps: 360
  cts_hold_buf: 0
  ctsResizeCount: 0
  clkTransAtPathRegs_ps: 90
  cts_tree: "done"
  h-tree-depth: 3
  root_buffer: "clkbuf_8"
flow_run:
  maxCapViolCount: 0
  tool_warnings: 25
pwr:
  leakage_nw: 1.934
  power_frac_seq: 0.554
  p_sw_frac: 0.2127
  combPwrFrac: 0.064
  cellPowerDensity_nw_per_um2: 289.8
  intPower_w: 0.001161
  pwr-share-clk: 0.382
  irDropWorstVdd_uv: 155.9
  p_switching_w: 0.0003138
timing:
  fin_crit_sh: 0.6584
  untimed_endpoints: 8
  max_freq_mhz: 276.2
  setup_violations: 0
  unclocked_pins: 7
  rsz0062_at_grt: "false"
  drv_slew: 0
  hold_viol: 0
  min_period_ps: 3621
  timing.setup.tns_ps: 0
  tightest_slew_ps: 821.3
  slew-limit-headroom: 0.4525
  fin_skew_ps: 14.38
cells_and_area:
  drive_gt1_frac: 0.08571
  fin_cells: 525
  layout_top_cell: "nor2_1"
  most-common-layout-cells: "nor2_1, edfxtp_1, clkdlybuf4s50_1"
  fillers: 954
  regArea_um2: 2808
  logic_area_um2: 1575
  area_growth_pct: 13.00
grt:
  grt_max_degree: 31
  antenna_found_initial: 0
  grt_pass1_wl_um: 13770
  grt_pass1_vias: 2495
  grt-ovfl-total: 0
  grt.total_usage: 0.1718
worst_hold_path:
  hold_path_startpoint: "fsm.PS[5]"
  worstHoldPathCells: 1
  min_to: "fsm.PS[3]"
  hold_path_class: "flop to flop"
==> power groups by stage <==
stage	logic, W	clock network [W]	registers (W)
4_1_cts	0.0000965	0.000576	0.000818
5_1_grt	0.000105	0.000606	0.000820
6_report	0.0000948	0.000563	0.000817
==> routing by layer <==
metal  GRT usage  vias up  wire length, um
met5           0        -                0
met4     0.03131        0              198
met3     0.04049       14              555
met2      0.2561       75             4052
met1      0.2813     1280             3930
li1            -     1310                -
==> cells in the mapped netlist <==
library cell and instances:
nor3b_2 1, xor2_1 3, nand2_1 18, o21ai_0 7
buf_1 1, nor4bb_1 1, or2_2 2, mux2i_1 14
clkbuf_1 6, ha_1 8, buf_6 1, nor3_1 1
and2_1 10, o211ai_1 2, inv_1 13, xnor2_1 1
nand3b_1 4, mux4_1 8, fa_1 5, buf_2 4
a21o_1 6, nor2_1 89, a22oi_1 3, buf_4 2
dlxtn_1 7, a21oi_1 7, nand3_1 5, nand2b_1 9
mux2_2 9, a21boi_0 1, edfxtp_1 80, nor4_1 1
a22o_1 4, nor2_2 1, nand4_1 1, nor2b_1 7
dfxtp_1 15, and3b_1 1, and3_1 1
==> cells by family (layout without fill, tap and decap cells) <==
logic type                 count (synthesis)  after routing  share of synthesized area
xor gates and xnor gates                   4              4                   0.007779
latches                                    7              7                    0.02333
adders and majority gates                 13             13                    0.04445
and+or+nand+nor                          152            152                     0.1539
AOI/OAI and AO/OA                         30             30                    0.04333
DFF                                       95             95                     0.6000
buffers and inverters                     27             53                    0.02694
muxes                                     31             31                     0.1003
==> through the flow <==
step / power (W) / utilization / setup WS [ps] / cell area (um2) / hold WS [ps]
2_1_floorplan: 0.0008941 / - / 2256 / 4504 / 433.8
3_3_place_gp: 0.0009289 / 0.4443 / 1834 / 4837 / 447.4
3_5_place_dp: 0.0009300 / 0.4443 / 1823 / 4837 / 456.5
4_1_cts: 0.001490 / 0.4675 / 1803 / 5090 / 468.8
5_1_grt: 0.001532 / 0.4675 / 1549 / 5090 / 496.2
6_report: 0.001475 / 0.4675 / 1879 / 5090 / 467.4
==> worst max path at each step <==
stage | to | startpoint | slack, ps
6_report | ram.mem[1][6] | file.mem[0][2] | 1880
5_1_grt | ram.mem[0][6] | file.mem[0][2] | 1550
4_1_cts | ram.mem[6][6] | file.mem[0][2] | 1800
==> registers in the layout (all words and copies together) (netlist names), 3 cells and up <==
register,count
ram.r_data,8
fsm.rom_addr,3
fsm.PS,7
data,8
ram.mem,64
file.mem,8
==> cell type report <==
type,instances,area share
Tap cell,140,0.03441
Sequential cell,102,0.5516
Timing Repair Buffer,24,0.04523
Clock inverter,6,0.02262
Multi-Input combinational cell,230,0.3095
Clock buffer,10,0.02704
Inverter,13,0.009587
Power is estimated from default activity; no workload was simulated.
